$ cat design/flow/design.v
module master(
    input logic clk,
    input logic rst_n,
    output logic breq,
    input logic bgrant,
    output logic mode,
    output logic [15:0] addr,
    output logic [7:0] wdata,
    input logic [7:0] rdata,
    output logic valid,
    input logic ready,
    input logic [15:0] U_addr,
    input logic [7:0] U_wdata,
    output logic [7:0] U_rdata,
    input logic U_mode,
    input logic U_start,
    output logic [2:0] state_show
);
    enum logic [2:0] {IDLE, REQ , ADDR , WRITE, READ} state, next_state;
    reg [15:0] addr_reg;
    reg [7:0] wdata_reg;
    reg [7:0] rdata_reg;
    reg valid_reg;
    reg mode_reg;
    reg breq_reg;
    reg [3:0] count_reg;
    always_comb begin :NEXT_LOGIC_STATE
        case(state)
            IDLE: next_state = U_start ? REQ : IDLE;
            REQ: next_state = bgrant ? ADDR : REQ;
            ADDR: next_state = mode_reg ? WRITE : READ;
            WRITE: next_state = ready ? IDLE : WRITE;
            READ: next_state = ready ? IDLE : READ;
            default: next_state = IDLE;
        endcase
    end
    always_ff @(posedge clk ) begin : STATE_SEQUENCER
        state <= !rst_n ? IDLE : next_state;
    end
    always_ff @(posedge clk ) begin : REG_LOGIC
        if(!rst_n) begin
            addr_reg <= 0;
            wdata_reg <= 0;
            valid_reg <= 0;
            mode_reg <= 0;
            breq_reg <= 0;
        end
        else begin
            case(state)
                IDLE: begin
                    addr_reg <= 0;
                    wdata_reg <= 0;
                    valid_reg <= 0;
                    mode_reg <= 0;
                    breq_reg <= 0;
                    state_show <= 3'b000;
                end
                REQ: begin
                    addr_reg <= U_addr;
                    wdata_reg <= U_wdata;
                    valid_reg <= 0;
                    mode_reg <= U_mode;
                    breq_reg <= 1;
                    state_show <= 3'b001;
                end
                ADDR: begin
                    valid_reg <= 1;
                    state_show <= 3'b010;
                end
                WRITE: begin
                    state_show <= 3'b011;
                end
                READ: begin
                    state_show <= 3'b100;
                    rdata_reg <= rdata;
                end
                default: begin
                    addr_reg <= 0;
                    wdata_reg <= 0;
                    valid_reg <= 0;
                    mode_reg <= 0;
                    breq_reg <= 0;
                end
            endcase
        end
    end
    assign addr = addr_reg;
    assign wdata = wdata_reg;
    assign valid = valid_reg;
    assign mode = mode_reg;
    assign breq = breq_reg;
    assign U_rdata = rdata_reg;
endmodule
$ cat design/flow/run.sh
#!/bin/bash
# OpenROAD 26Q1-2900-gdf79404cd8, Yosys 0.63+post, stock flow scripts
make -C /OpenROAD-flow-scripts/flow DESIGN_CONFIG=/design/flow/config.mk WORK_HOME=/design/flow/orfs finish
$ cat design/flow/config.mk
export PLATFORM = sky130hd
export DESIGN_NAME = master
export DESIGN_NICKNAME = master
export VERILOG_FILES = /design/flow/design.v
export SDC_FILE = /design/flow/constraint.sdc
export NUM_CORES = 4
export LEC_CHECK = 1
export CORE_AREA = 10 10 101 101
export DIE_AREA = 0 0 111 111
$ cat design/flow/constraint.sdc
current_design master

set clk_period 5.2
set clk_io_pct 0.2

create_clock -name clk0 -period $clk_period [get_ports {clk}]

set non_clock_inputs [all_inputs -no_clocks]
set_input_delay [expr $clk_period * $clk_io_pct] -clock clk0 $non_clock_inputs
set_output_delay [expr $clk_period * $clk_io_pct] -clock clk0 [all_outputs]
==> qor.yml <==
floorplanning:
  rows: 33
  fp_util_pct: 20.92
  dieWidth_microns: 111
  core_area_sq_um: 8134
  die_area_sq_um: 12320
  die_y_microns: 111
  io_pins: 76
clocking:
  cts_resized: 0
  cts_num_sinks: 43
  cts_hold_buffers: 0
  htree_levels: 2
  clk_latency_ps: 300
  clockBufferDepth: 2
  root_buffer: "clkbuf_8"
  cts_tree: "built"
  postCtsSetupBuffers: 0
  clk_pin_slew_ps: 90
  numCtsBuffers: 5
routing:
  n_antenna_cell: 0
  drc: 0
  vias: 1326
  antenna_left: 0
  wl_microns: 4239
  firstDrtPassIters: 4
  vias_per_cell: 3.970
  wl_per_cell_microns: 12.69
  drt-initial-drc-count: 22
placed_design:
  gp_congestion: 0.7253
  dpl-instance-area_sq_um: 2505
  port_buffers: 75
  dp_hpwl_microns: 3147
hold_path:
  hold_path_class: "reg -> reg"
power_and_ir_drop:
  intPower_mw: 0.4991
  clockPowerShare_pct: 33.3
  power_switching_mw: 0.1539
  p_sw_share_pct: 23.57
  ir_worst_vdd_uv: 89.14
  leakage_nw: 1.026
  total_power_mw: 0.6530
  p_per_area_nw_per_um2: 251.3
  p_comb_share_pct: 11.8
  p_seq_share_pct: 54.9
global_routing:
  grt_max_degree: 61
  antenna_found_initial: 0
  grt_pass1_wl_microns: 7127
  track_usage_pct: 6.818
  grt_overflow: 0
  grt_pass1_vias: 1350
setup_path:
  path_buffers: 1
  cp_slowest_cell: "clkdlybuf4s50_1"
  cp_max_fo: 4
  cp.required_ps: 4160
  path_cells: "clkdlybuf4s50_1"
  critPathTopFamily: "buffers and inverters"
  arrival_ps: 1160
  cp-start-kind: "flop"
  worstSetupPathType: "reg -> out"
  critPathMaxStageDelay_ps: 490
  worst_setup_path_end_kind: "output port"
yosys:
  yosysWarnings: 1
  netlist_instances: 157
  synth_area_sq_um: 1702
  top_cell_area_share_pct: 37.65
  seq_area_frac_synth_pct: 57.06
  yosys-top-cells-area: "dfxtp_1 38%, edfxtp_1 19%, mux2i_1 15%"
  ys_ff: 43
  ys_area_sq_um: 1702
  syn_area_per_cell_sq_um: 10.84
  largest_area_cell: "dfxtp_1"
  ys_types: 20
  ys_cells: 157
layout:
  largest_reg_flops: 16
  layout-drive-gt1-share_pct: 6.550
  mi_logic_area_sq_um: 634.4
  layout_top_cells: "74 x clkdlybuf4s50_1, 32 x dfxtp_1, 29 x nand2_1"
  n_fill_cell: 840
  lay_top_count: "clkdlybuf4s50_1"
  area_growth_pct: 52.72
  regArea_sq_um: 970.9
  design_area_sq_um: 2599
job:
  drv_cap: 0
  warnings: 25
sta:
  drv_slew: 0
  rsz0062_at_grt: "no"
  tns_ps: 0
  relSlewSlack_pct: 42.24
  timing.final.hold_violations: 0
  finalSetupViolCount: 0
  finalClockSkew_ps: 7.034
  post-route-period-util_pct: 42.35
  max_freq_ghz: 0.4541
  post-route-min-period_ps: 2202
  tightest_slew_ps: 863.6
run_status:
  status: "complete, no violations"
-- routing by layer --
metal	GRT usage, %	wire, microns	part of all wire (%)
met1	9.443	2020	48
met2	9.552	1701	40
met3	3.722	491	12
met4	0.5208	25	0.59
met5	0	0	0
-- worst paths after layout --
| path | end | slack, ps | from | cells after the start |
|---|---|---|---|---|
| max | mode | 3000 | mode_reg | 1 |
| max reg2reg | addr_reg[5] | 3400 | state[2] | 3 |
| min reg2reg | addr_reg[8] | 460 | addr_reg[8] | 2 |
| min | addr_reg[8] | 460 | addr_reg[8] | 2 |
-- Yosys cell counts (all sizes together) --
library cell	instances
dfxtp	32
nand2b	3
mux2i	26
and2	1
a21boi	5
nor3	1
nor2	1
or3b	1
or2b	2
nand3	26
edfxtp	11
buf	9
clkbuf	5
o21ai	2
or2	2
and3	1
nand2	29
-- cell families (layout without fill, tap and decap cells) --
| logic type | count (synthesis) | after routing | share of synthesized area (%) |
|---|---|---|---|
| AND-OR/OR-AND | 7 | 7 | 2.794 |
| buffers and inverters | 14 | 86 | 6.030 |
| flip-flops | 43 | 43 | 57.06 |
| multiplexers | 26 | 26 | 15.29 |
| AND/OR/NAND/NOR | 67 | 67 | 18.82 |
-- metrics by stage --
stage               hold slack (ps)  worst slack (ps)  std cells  util [%]
global route                  479.4              2913        334     31.95
CTS                           466.3              2965        334     31.95
floorplan                     420.2              3154        157         -
finish                        460.5              2998        334     31.95
detailed placement            446.6              2829        326     30.80
global placement              441.0              2867        326     30.80
-- layout make-up --
cell class / instances / share of cell area (%)
Sequential cell: 43 / 37.36
Clock inverter: 3 / 0.9629
Multi-Input combinational cell: 100 / 24.41
Tap cell: 105 / 5.055
Clock buffer: 5 / 2.648
Timing Repair Buffer: 78 / 29.56
-- power by group through the flow --
| stage | sequential [mW] | combinational (mW) | clock (mW) |
|---|---|---|---|
| after CTS | 0.359 | 0.0791 | 0.234 |
| after global routing | 0.360 | 0.0846 | 0.248 |
| final | 0.358 | 0.0769 | 0.218 |
Power is estimated from default activity; no workload was simulated.
